==> flow/design.v <==
module MUL_datapath (eqz, LdA, LdB, LdP, clrP, decB, data_in, clk);
input LdA, LdB, LdP, clrP, decB, clk;
input [15:0] data_in;
output eqz;
wire [15:0] X, Y, Z, Bout, Bus;
PIPO1 A (X, Bus, LdA, clk);
PIPO2 P (Y, Z, LdP, clrP, clk);
CNTR B (Bout, Bus, LdB, decB, clk);
ADD AD (Z, X, Y);
EQZ COMP (eqz, Bout);
endmodule
module PIPO1 (dout, din, ld, clk);
input [15:0] din;
input ld, clk;
output reg [15:0] dout;
always @(posedge clk)
    if (ld) dout <= din;
endmodule
module ADD (out, in1, in2);
input [15:0] in1, in2;
output reg [15:0] out;
always @(*)
    out = in1 + in2;
endmodule
module PIPO2 (dout, din, ld,
clr, clk);
input [15:0] din;
input ld, clr, clk;
output reg [15:0] dout;
always @(posedge clk)
  if(clr) dout <= 16'h0;
    else if (ld) dout <= din;
endmodule
module EQZ (eqz, data);
input [15:0] data;
output eqz;
assign eqz = (data == 0);
endmodule
module CNTR (dout, din, ld, dec, clk);
input [15:0] din;
input ld, dec, clk;
output reg [15:0] dout;
always @(posedge clk)
    if (ld) dout <= din;
    else if (dec) dout <= dout - 1; 
endmodule
module controller (LdA, LdB, LdP, clrP, decB, done, clk, eqz, start);
input clk, eqz, start;
output reg LdA, LdB, LdP, clrP, decB, done;
reg [2:0] state;
parameter S0=3'b000, S1=3'b001, S2=3'b010, S3=3'b011, S4=3'b100;
always @(posedge clk)
begin
case (state)
    S0: if (start) state <= S1;
    S1: state <= S2;
    S2: state <= S3;
    S3: #2 if (eqz) state <= S4;
    S4: state <= S4;
    default: state <= S0;
endcase
end
always @(state)
begin
case (state)
    S0: begin #1 LdA = 0; LdB = 0; LdP = 0; clrP = 0; decB = 0; end
    S1: begin #1 LdA = 1; end
    S2: begin #1 LdA = 0; LdB = 1; clrP = 1; end
    S3: begin #1 LdB = 0; LdP = 1; clrP = 0; decB = 1; end
    S4: begin #1 done = 1; LdB = 0; LdP = 0; decB = 0; end
    default: begin #1 LdA = 0; LdB = 0; LdP = 0; clrP = 0; decB = 0; end
endcase
end
endmodule
==> flow/run.sh <==
#!/bin/bash
# OpenROAD 26Q1-2900-gdf79404cd8, Yosys 0.63+post, stock flow scripts
make -C /OpenROAD-flow-scripts/flow DESIGN_CONFIG=/design/flow/config.mk WORK_HOME=/design/flow/orfs finish
==> flow/config.mk <==
export PLATFORM = sky130hd
export DESIGN_NAME = MUL_datapath
export DESIGN_NICKNAME = MUL_datapath
export VERILOG_FILES = /design/flow/design.v
export SDC_FILE = /design/flow/constraint.sdc
export NUM_CORES = 4
export LEC_CHECK = 1
export CORE_AREA = 10 10 95 95
export DIE_AREA = 0 0 105 105
==> flow/constraint.sdc <==
current_design MUL_datapath

set clk_period 6.8
set clk_io_pct 0.2

create_clock -name clk0 -period $clk_period [get_ports {clk}]

set non_clock_inputs [all_inputs -no_clocks]
set_input_delay [expr $clk_period * $clk_io_pct] -clock clk0 $non_clock_inputs
set_output_delay [expr $clk_period * $clk_io_pct] -clock clk0 [all_outputs]
==> flow_metrics.py <==
# Synthesis and PnR figures
metrics = {
    "worst_setup_path": {
        "cp_max_fo": 4,
        "startpoint_type": "register",
        "crit_required_ns": 5.44,
        "crit_arrival_ns": 2.46,
        "critPathKind": "reg -> out",
        "cp-end-kind": "primary output",
    },
    "synth": {
        "adder_share": 0.0165,
        "synth-edff-count": 16,
        "avgSynthCellArea_um2": 13.3,
        "synthXorXnorAreaFrac": 0.150,
        "aoi_share": 0.00659,
        "ys_sh_simple": 0.173,
        "syn_area_um2": 759,
        "synth.area.mux_share": 0,
        "synth_cells": 57,
        "async_flop_share": 0,
        "area_leaders": "edfxtp_1 (63%), xor2_1 (12%), xnor2_1 (3.5%)",
        "ys_top_cells_by_count": "edfxtp_1 (16), xor2_1 (10), nor2_1 (4), nor3_1 (4)",
        "ys_types": 16,
        "yosysTopAreaCellShare": 0.633,
        "postSynthSeqShare": 0.633,
        "logic_family": "simple AND/OR/NAND/NOR gates",
        "yosys.area.top_type": "edfxtp_1",
        "synth_flops": 16,
        "ff_type": "edfxtp_1",
        "top_cell": "edfxtp_1",
        "yosys_warnings": 20,
        "yosysChipArea_um2": 759,
        "yosys-stat-cells": 57,
    },
    "placed_design": {
        "pre_cts_slack_ns": 3.20,
        "routabilityCongestion": 0.731,
        "dpl-instance-area_um2": 905,
        "port_buffers": 3,
        "dp_hpwl_um": 751,
    },
    "detailed_routing": {
        "wirelength_mm": 1.09,
        "avgViaCountPerCell": 2.65,
        "drc": 0,
        "vias": 419,
        "dr.first_iter.drc_count": 2,
        "wl_per_cell_um": 6.87,
        "n_antenna_cell": 0,
        "antenna_left": 0,
        "drtPass1Iterations": 4,
    },
    "final_layout": {
        "stdcell_area_um2": 946,
        "top_regs": "B.dout: 16 flops",
        "area_growth_pct": 24.5,
        "comb_area_um2": 263,
        "seqCellArea_um2": 480,
        "top_register": "B.dout",
        "largest_register_ffs": 16,
        "final_layout_size_suffix_gt1_frac": 0.113,
        "fillCellCount": 792,
    },
    "clock_tree": {
        "clock_sinks": 16,
        "clkTransAtPathRegs_ns": 0.06,
        "cts_resized": 0,
        "tritoncts": "done",
        "cts_root_buffer": "clkbuf_8",
        "clockBufferDepth": 2,
        "htreeDepth": 1,
        "cts_buffers": 3,
        "clk_latency_ns": 0.24,
        "postCtsSetupRepairBufs": 0,
        "ctsHoldBuffers": 0,
    },
    "grt": {
        "grt_pass1_vias": 419,
        "grt_pass1_wl_mm": 1.92,
        "grt_max_degree": 17,
        "antenna_found_initial": 0,
        "grt-ovfl-total": 0,
        "grt.total_usage": 0.0199,
    },
    "floorplan": {
        "initial_utilization": 0.110,
        "die_w_um": 105,
        "io_pins": 23,
        "die_h_um": 105,
        "rows": 30,
        "coreArea_um2": 6910,
        "chipArea_um2": 11000,
    },
    "power": {
        "p_leak_nw": 0.311,
        "clkPwrFrac": 0.249,
        "p_sw_uw": 68.1,
        "p_int_uw": 203,
        "vdd_drop_max_v": 0.000176,
        "power_density_nw_per_um2": 287,
        "power.share.sequential": 0.606,
        "p_sw_frac": 0.251,
        "p_comb_frac": 0.145,
    },
    "timing": {
        "fmax_mhz": 262,
        "fin_ws_ns": 2.98,
        "timing.final.hold_violations": 0,
        "slew_headroom": 0.599,
        "tns_ns": 0,
        "setup_viol": 0,
        "drv_slew": 0,
        "rsz0062_at_grt": "false",
        "period_used_share": 0.561,
        "min_period_ns": 3.82,
        "worstMarginPinSlew_ns": 0.597,
        "skew_ns": 0.00260,
    },
    "job": {
        "maxCapViolCount": 0,
        "tool_warnings": 44,
    },
    "run_status": {
        "status": "finished clean",
    },
    "worst_hold_path": {
        "hold_class": "reg -> reg",
    },
}
## critical path, stage by stage, from the launching register on
cell and delay, ns:
edfxtp_1 0.44, or4_4 0.56, or4_4 0.45, nor4_1 0.23, clkdlybuf4s50_1 0.53
## final cells by class
| type | count | share of cell area |
|---|---|---|
| Sequential cell | 16 | 0.508 |
| Multi-Input combinational cell | 37 | 0.278 |
| Clock buffer | 3 | 0.0437 |
| Tap cell | 96 | 0.127 |
| Timing Repair Buffer | 3 | 0.0317 |
| Inverter | 3 | 0.0119 |
## per-layer routing
layer  track usage  vias up  routed length [um]
li1              -      214                   -
met1        0.0283      197                 550
met2        0.0289        6                 466
met3       0.00745        2                  53
met4       0.00294        0                  14
met5             0        -                   0
## power groups by stage
stage,combinational [mW],clock [mW],sequential [mW]
CTS,0.0399,0.0712,0.165
global route,0.0452,0.0760,0.168
finish,0.0393,0.0677,0.165
## placed cells by master, fill, tap and decap left out, drive strengths merged
master          n
clkdlybuf4s50   3
nand2           3
clkbuf          3
inv             3
or3             3
or4             2
nand2b          1
ha              1
nor3            4
o21ai           1
xnor2           3
or2             1
nor4            3
nor3b           1
nor2            4
xor2           10
edfxtp         16
## through the flow
stage	instances	total power, mW	util	hold WS [ns]
after floorplan	57	0.195	-	0.530
after detailed placement	155	0.206	0.131	0.557
after global placement	155	0.205	0.131	0.549
final	158	0.272	0.137	0.569
after CTS	158	0.276	0.137	0.567
after global routing	158	0.290	0.137	0.605
## final timing paths
path                  start          to  slack (ns)  depth (start not counted)
hold reg to reg   B.dout[0]   B.dout[0]        0.57                          1
setup / recovery  B.dout[8]         eqz        2.98                          4
setup reg to reg  B.dout[8]  B.dout[15]        4.81                          4
hold / removal    B.dout[0]   B.dout[0]        0.57                          1
## cells by family (layout without fill, tap and decap cells)
family,Yosys count,count (layout)
simple gates,22,22
flops,16,16
xor+xnor,13,13
buf+inv,4,9
fa+ha+maj,1,1
compound gates,1,1
No activity file was given, so power comes from the tool's default toggle rates.
